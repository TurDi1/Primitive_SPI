### config.mk
export PLATFORM = sky130hd
export DESIGN_NAME = Control_and_shifter
export DESIGN_NICKNAME = Control_and_shifter
export VERILOG_FILES = /design/flow/design.v
export SDC_FILE = /design/flow/constraint.sdc
export NUM_CORES = 4
export LEC_CHECK = 1
export CORE_AREA = 10 10 108 108
export DIE_AREA = 0 0 118 118
### constraint.sdc
current_design Control_and_shifter

set clk_period 2.0
set clk_io_pct 0.2

create_clock -name clk0 -period $clk_period [get_ports {clk}]

set non_clock_inputs [all_inputs -no_clocks]
set_input_delay [expr $clk_period * $clk_io_pct] -clock clk0 $non_clock_inputs
set_output_delay [expr $clk_period * $clk_io_pct] -clock clk0 [all_outputs]
### design.v
module Control_and_shifter (
    resetn,
    fsm_rstn,
    clk,
    clk_en,
    shift_clk,
    sample_clk,
    baud_rate,
    sck,
    mosi,
    miso,
    cs_,
    data_tx,
    data_rx,
    read_rq,
    write_rq,
    empty_tx
);
parameter IDLE          = 0;
parameter PREHOLD       = 1;
parameter WR_TO_SHIFTER = 2;
parameter FIFO_TX_CHKR  = 3;
parameter SHIFTER_BUSY  = 4;
parameter WR_FIFO_RX    = 5;
parameter POSTHOLD      = 6;
input             resetn;       
output            fsm_rstn;     
input             clk;          
output            clk_en;       
input             shift_clk;    
input             sample_clk;   
input             baud_rate;    
output            sck;          
output            mosi;         
input             miso;         
output            cs_;          
input    [7:0]    data_tx;      
output   [7:0]    data_rx;      
output            read_rq;      
output            write_rq;     
input             empty_tx;     
reg               fsm_resetn;                
reg               miso_reg;                  
reg    [7:0]      shift_register;
reg    [3:0]      shifter_counter;           
reg    [7:0]      data_buffer;               
reg    [1:0]      hold_counter;              
reg               enable;                    
reg               hold_enable;               
reg               load_to_holder;            
reg               fifo_read_requst;          
reg               fifo_write_request;        
reg               chip_select;               
reg               load_to_shifter;           
reg               baud_clock_enable;         
reg               tx_data_ready_to_load;     
reg    [2:0]      state;
assign fsm_rstn     = fsm_resetn;
assign clk_en       = baud_clock_enable;
assign sck          = enable & baud_rate;
assign mosi         = shift_register[7];
assign read_rq      = fifo_read_requst;
assign write_rq     = fifo_write_request;
assign cs_          = chip_select;
assign data_rx[7:0] = data_buffer[7:0];
always @ (posedge clk or negedge resetn)
begin
    if (!resetn)
        miso_reg    <= 0;
    else if (sample_clk)
        miso_reg    <= miso;
end
always @ (posedge clk or negedge resetn)
begin
    if (!resetn)
        shift_register <= 0;
	else if (load_to_shifter)
        shift_register[7:0] <= data_tx[7:0];
	else if (enable)
	begin
		if (shift_clk)
        	shift_register[7:0] <= {shift_register[6:0], miso_reg};
	end
end
always @ (posedge clk or negedge resetn)
begin
	if (!resetn)
		shifter_counter <= 0;
	else if (load_to_shifter)
		shifter_counter <= 0;
	else if (enable)
	begin
		if (shift_clk)
			shifter_counter <= shifter_counter + 1;
	end
end
always @ (posedge clk or negedge resetn)
begin
	if (!resetn)
		hold_counter <= 0;
	else if (load_to_holder)
		hold_counter <= 0;
	else if (hold_enable)
	begin
		if (hold_counter != 2'b10)
			hold_counter <= hold_counter + 1; 
	end
end
always @ (posedge clk or negedge resetn)
begin
	if (!resetn)
	begin
		fsm_resetn            <= 1;
		load_to_holder        <= 0;
		enable                <= 0;
		baud_clock_enable     <= 0;
		hold_enable           <= 0;
		fifo_read_requst      <= 0;
		fifo_write_request    <= 0;
		chip_select           <= 1;
		load_to_shifter       <= 0;
		tx_data_ready_to_load <= 0;
		data_buffer           <= 0;
		state                 <= IDLE;
	end
	else
		case (state)
			IDLE:
			begin
				fsm_resetn            <= 1;
				load_to_holder        <= 0;
				enable                <= 0;
				baud_clock_enable     <= 0;
				hold_enable           <= 0;
				fifo_read_requst      <= 0;
				fifo_write_request    <= 0;
				chip_select           <= 1;
				load_to_shifter       <= 0;
				tx_data_ready_to_load <= 0;
				data_buffer           <= 0;
				if (!empty_tx)
				begin
					load_to_holder   <= 1;
					fifo_read_requst <= 1;
					state            <= PREHOLD;
				end
				else
					state <= IDLE;
			end
			PREHOLD:  
			begin
				load_to_holder    <= 0;
				hold_enable       <= 1;
				baud_clock_enable <= 1;
				fifo_read_requst  <= 0;
				chip_select       <= 0;
				if (hold_counter == 2'b10)
					state <= WR_TO_SHIFTER;
				else
					state <= PREHOLD;
			end
			WR_TO_SHIFTER:  
			begin
				fsm_resetn         <= 0;
				hold_enable        <= 0;
				enable             <= 0;
				load_to_shifter    <= 1;
				fifo_write_request <= 0;
				state <= FIFO_TX_CHKR;
			end
			FIFO_TX_CHKR:  
			begin
				fsm_resetn      <= 1;
				enable          <= 1;
				load_to_holder  <= 0;
				load_to_shifter <= 0;
				if (!empty_tx)
				begin
					fifo_read_requst      <= 1;
					tx_data_ready_to_load <= 1;
					state <= SHIFTER_BUSY;
				end
				else
				begin
					fifo_read_requst      <= 0;
					tx_data_ready_to_load <= 0;
					state <= SHIFTER_BUSY;
				end
			end
			SHIFTER_BUSY:  
			begin
				fifo_read_requst <= 0;
				if (shifter_counter == 8)
				begin
					data_buffer[7:0] <= shift_register[7:0];
					enable           <= 0;
					state            <= WR_FIFO_RX;
				end
				else
				begin
					state <= SHIFTER_BUSY;
				end
			end
			WR_FIFO_RX:  
			begin
				fifo_write_request <= 1;
				if (tx_data_ready_to_load)
					state <= WR_TO_SHIFTER;
				else
				begin
					load_to_holder <= 1;
					hold_enable    <= 1;
					state          <= POSTHOLD;
				end
			end
			POSTHOLD:  
			begin
				enable             <= 0;
				fifo_write_request <= 0;
				load_to_holder     <= 0;
				if (hold_counter == 2'b10)
				begin
					chip_select <= 1;
					fsm_resetn  <= 0;
					state       <= IDLE;
				end
				else
				begin
					chip_select <= 0;
					state       <= POSTHOLD;
				end
			end
		endcase
end
endmodule 
### run.sh
#!/bin/bash
# OpenROAD 26Q1-2900-gdf79404cd8, Yosys 0.63+post, stock flow scripts
make -C /OpenROAD-flow-scripts/flow DESIGN_CONFIG=/design/flow/config.mk WORK_HOME=/design/flow/orfs finish
==> out/metrics.yaml <==
global_routing:
  grt_max_degree: 24
  grt_pass1_wl_um: 6420
  groute.usage.overall_pct: 5.45
  grt_pass1_vias: 1318
  grt_antenna_before_repair: 0
  gr-total-overflow: 0
clock_tree:
  path_clk_slew_ps: 80
  htree_levels: 2
  cts_buffers: 5
  hold_buffers: 0
  cts.sinks: 40
  cts_buffer_depth: 2
  clock-root-buffer: "clkbuf_8"
  insertion_delay_ps: 290
  cts_resized: 0
  cts_setup_buffers: 0
  tritoncts: "done"
setup_path:
  path_class: "primary input to primary output"
  cpMaxStageDelayCell: "clkdlybuf4s50_1"
  crit_arrival_ps: 1410
  cp_top_family: "buffers and inverters"
  cp_max_fo: 1
  cp.required_ps: 1600
  crit_buf_inv: 2
  endpoint: "sck"
  crit_path_cell_trace: "clkdlybuf4s50_1 -> and2_1 -> clkdlybuf4s50_1"
  max_stage_delay_ps: 460
  cp-start-kind: "primary input"
  r2r-end: "data_buffer[4]"
  startpoint: "baud_rate"
  rr_startpoint: "shifter_counter[0]"
  r2r_setup_slack_ps: 550
  critPathMostFrequentCell: "clkdlybuf4s50_1"
  end_kind: "primary output"
  crit_cells: 3
  reg2reg_depth: 6
run_status:
  status: "finished, final reports clean"
timing:
  drv_slew: 0
  tightest_slew_ps: 596
  slew_headroom_pct: 60.3
  timing.setup.tns_ps: 0
  hold_violations: 0
  max_freq_ghz: 0.551
  whs_ps: 88.5
  period_used_pct: 90.7
  rsz0062_at_grt: "no"
  setup_viol: 0
  layout_min_cycle_time_ps: 1810
  fin_skew_ps: 6.47
placement:
  dp_hpwl_um: 2740
  place_congestion: 0.804
  port_buffers: 29
floorplanning:
  rows: 35
  die_h_um: 118
  fp-utilization_pct: 18.3
  die_w_um: 118
  core_area_mm2: 0.00928
  dieArea_mm2: 0.0139
  io-pin-count: 30
final_layout:
  reg.largest.list: "data_buffer: 8 flops, shift_register: 8 flops, state: 7 flops"
  flop_area_mm2: 0.00100
  syn_to_final_growth_pct: 31.0
  comb_area_um2: 631
  layout-drive-gt1-share_pct: 8.42
  fillers: 1024
synthesis:
  synth_cell_types: 34
  ys_cells: 167
  synth_area_per_cell_um2: 10.2
  yosysChipArea_mm2: 0.00170
  ys_seq_share_pct: 59.1
  synth_cells: 167
  ys.flop_type: "dfrtp_1"
  ys_warn_count: 1
  edf_count: 0
  synth_area_mm2: 0.00170
  yosys_register_bits: 40
  async_reset_ff_share_pct: 100
route:
  first_pass_iters: 4
  drtIter0Drc: 53
  drc: 0
  via_per_inst: 3.85
  insertedDiodeCount: 0
  wl_um: 3720
  wl_per_cell_um: 11.2
  antenna_left: 0
  vias: 1276
run:
  openroad.warnings: 26
  maxCapViolCount: 0
pwr:
  power_density_mw_per_mm2: 985
  leakage_nw: 1.02
  peakVddDrop_mv: 0.378
worst_hold_path:
  holdCritPathClass: "primary input to async pin"
[synth_stat cells (3+ instances only)]
master	instances	area share (%)
a21oi_1	4	1.2
dfrtp_1	37	54
dfstp_2	3	4.6
ha_1	3	2.2
inv_1	10	2.2
mux2i_1	9	5.3
nand2_1	36	7.9
nand3_1	12	3.5
nor2_1	7	1.5
o21a_1	3	1.3
o21ai_0	9	2.6
o21ai_1	8	2.4
[where the power goes]
group / internal [mW] / total [mW] / switching, mW
sequential: 0.992 / 1.18 / 0.186
clock: 0.245 / 0.516 / 0.271
combinational: 0.277 / 0.501 / 0.224
[cell families (layout without fill, tap and decap cells)]
family	after synthesis	after routing	synth area share [%]
mux	10	10	5.96
buf+inv	16	51	3.83
xor+xnor	3	3	1.55
flops	40	40	59.1
compound gates	29	29	9.71
simple gates	66	66	17.7
fa+ha+maj	3	3	2.21
[layer usage]
metal	global-route usage, %	vias up	routed length (um)
li1	-	624	-
met5	0	-	0
met2	8.11	32	1560
met1	7.56	618	1840
met4	0.541	0	13
met3	2.19	2	302
[cells in the final DEF, fill, tap and decap left out, types with 2 or more instances in the layout]
cell / count
xnor2_1: 2
inv_1: 10
mux2i_1: 9
clkbuf_8: 5
o21a_1: 3
o21ai_1: 8
nand3_1: 12
clkbuf_1: 2
a21oi_1: 4
dfstp_2: 3
buf_4: 3
clkdlybuf4s50_1: 28
o21ai_0: 9
nand2_1: 36
nor2b_1: 2
ha_1: 3
nor2_1: 7
nor3_1: 2
dfrtp_1: 37
[worst min-delay path by stage]
stage | endpoint | slack, ps | cells past startpoint
CTS | baud_clock_enable | 100 | 1
finish | baud_clock_enable | 90 | 1
global route | hold_enable | 120 | 1
[per-stage QoR]
| step | std cells | area (um2) | worst slack [ps] | total power, mW | utilization [%] |
|---|---|---|---|---|---|
| 2_1_floorplan | 167 | 1700 | 832 | 1.51 | - |
| 3_3_place_gp | 323 | 2150 | 172 | 1.70 | 23.1 |
| 3_5_place_dp | 323 | 2150 | 171 | 1.71 | 23.1 |
| 4_1_cts | 331 | 2230 | 172 | 2.23 | 24.0 |
| 5_1_grt | 331 | 2230 | 135 | 2.36 | 24.0 |
| 6_report | 331 | 2230 | 186 | 2.19 | 24.0 |
[layout make-up]
class,count,share of cell area (%)
Clock inverter,1,0.225
Timing Repair Buffer,32,13.8
Clock buffer,7,3.43
Multi-Input combinational cell,111,28.3
Sequential cell,40,45.1
Inverter,11,1.85
Tap cell,129,7.25
Power is estimated from default activity; no workload was simulated.
