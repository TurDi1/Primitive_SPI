### ./design.v
module BAUD_RATE_GENERATOR (
	resetn,
	fsm_rstn,
	clk,
	clk_en,
	spibr,
	baud_rate
);
input               resetn;      
input               fsm_rstn;    
input               clk;         
input               clk_en;      
input   [1:0]       spibr;       
output              baud_rate;   
reg    [3:0]        counter;
assign baud_rate = counter[spibr];
always @ (posedge clk or negedge resetn)
begin
	if (!resetn)
		counter	<= 0;
	else if (!fsm_rstn)
		counter	<= 0;
	else if (clk_en)
		counter	<= counter + 1;
end
endmodule 
### ./run.sh
#!/bin/bash
# OpenROAD 26Q1-2900-gdf79404cd8, Yosys 0.63+post, stock flow scripts
make -C /OpenROAD-flow-scripts/flow DESIGN_CONFIG=/design/flow/config.mk WORK_HOME=/design/flow/orfs finish
### ./config.mk
export PLATFORM = sky130hd
export DESIGN_NAME = BAUD_RATE_GENERATOR
export DESIGN_NICKNAME = BAUD_RATE_GENERATOR
export VERILOG_FILES = /design/flow/design.v
export SDC_FILE = /design/flow/constraint.sdc
export NUM_CORES = 4
export LEC_CHECK = 1
export CORE_AREA = 10 10 70 70
export DIE_AREA = 0 0 80 80
### ./constraint.sdc
current_design BAUD_RATE_GENERATOR

set clk_period 1.5
set clk_io_pct 0.2

create_clock -name clk0 -period $clk_period [get_ports {clk}]

set non_clock_inputs [all_inputs -no_clocks]
set_input_delay [expr $clk_period * $clk_io_pct] -clock clk0 $non_clock_inputs
set_output_delay [expr $clk_period * $clk_io_pct] -clock clk0 [all_outputs]
==> git commit body <==
Record implementation results from latest flow run

- The flow ran to the end, and the final reports show no timing, DRC or antenna violations.
- Synth cell types: 13
- Beginning of the worst register-to-register path: counter[0]
- Antenna violations before repair: 0
- The region available for standard cell placement spans ~3400 sq um.
- The leakage component of the power was reported as ~0.16 nW.
- Max_slew headroom: 0.8573
* DR WL/cell: between 6 and 7 um
* Register with the most flip-flops: counter
- Number of failing hold endpoints at the final stage: 0
- At the worst endpoint, the required time is around 1.2 ns.
* Routability-driven placement congestion ratio: around 0.7
- 0 antenna diodes ended up in the layout.
* CTS Root Cell: clkbuf_4
- In the setup report, the worst path falls into the class reg -> out.
- The initial utilization of the core area, before any placement, comes to 0.06264.
- FP Rows: 21
- Most common cell in the netlist: dfrtp_1
* Combinational gate area: 110.1 sq um
* First-pass GRT wire length: roughly 900 um
- For the worst-skew pair, the clock arrives at the later sink with an insertion delay of 0.23 ns.
- Total die area: about 6400 sq um
- Looking at the clock tree report, the maximum root-to-sink buffer count equals 2.
- Sequential Area: around 100 sq um
- The transition time recorded at the tightest slew-check pin is about 0.21 ns.
- Endpoint of the lowest-slack register-to-register path: counter[2]
- Dividing total power by cell area gives a power density of ~790 nW/um^2.
* Area leader share: 0.4678
- Post-synthesis sequential area ratio: 0.4678
* Share of cells above drive strength 1: 0.3000
- Area added between synthesis and finish: 73.10%
* Flip-flop and latch count after synthesis: 4
* Number of design rule violations left after detail routing: 0
* Biggest area cells: dfrtp_1, mux4_2, mux2i_1
- Prior to clock tree synthesis, the placed netlist has a worst setup slack of -0.4979 ns.
- After synthesis, the mean cell area works out to around 12 sq um.
- Yosys reports a chip area of ~210 sq um.
- Max FFs per register: 4
- Startpoint Class: flip-flop
* Drt pass-1 iters: 2
* Max-cap check violation count: 0
- Total number of H-tree levels: 1
- The total overflow left after global routing is 0.
* Fillcell total: approximately 400
- Number of clock sinks: 4
- For this block, the via count after detailed routing is about 180.
* Ys Warns: 1
- STA puts the critical path data arrival time at approximately 1.2 ns.
- Cell count listed in synth_stat.txt: 18
* Final period util: 0.9952
* Shortest period the worst path allows: approximately 1.5 ns
* Worst ir drop on vdd: approximately 140 uV
- The final timing report gives a worst setup slack of ~0.0072 ns.
- Wirelength, routed: between 400 and 500 um
- Gr usage total: 0.01790
- Die width: ~80 um
- Synthesized area: roughly 210 sq um
- Top Registers: counter x4
- Largest driver fanout on the critical path: 3
* Setup repair after global routing missed its margin: true
* Final slew viol count: 0
- The first routing iteration left 4 violations.
* Via count of the first global-routing pass: approximately 220
* Count of library flops with an enable pin: 0
- Clock-pin slew reported for the worst setup and hold paths after clock tree synthesis: 0.04 ns
- Max Freq: 669.9 MHz
* Number of nets with antenna violations after routing: 0
- The worst setup path is captured at an output pin.
* Largest area contributor in the netlist: dfrtp_1
* Chip Height: roughly 80 um
- Commonest flop: dfrtp_1
- Hold WC Path Type: in -> async
- Length in cells of the worst reg-to-reg path: 4
- Port buffering added 6 buffers.
- Clock skew after layout: 0.003093 ns
- OpenROAD warning count: 27
* I/O Pins: 7
* Post-synthesis instance total: 18
- TritonCTS built the clock tree.
- Top cell types by occurrence after synthesis: dfrtp_1, mux2i_1, nor2_1
- Setup Viol. Count Final: 0
- Via-to-Cell Ratio: 2.316
- Fraction of registers with async set or reset after synthesis: 1.000
* Maximum number of pins on one net before global-route repair: 6
- Reg2reg setup slack: ~0.39 ns
- Inserted Clock Buffers: 3
- Final TNS setup: 0 ns
-- worst max-delay path by stage --
stage	from	end	slack (ns)	cells after the start
CTS	counter[3]	baud_rate	-0.005	2
global route	counter[3]	baud_rate	-0.03	2
finish	counter[3]	baud_rate	0.007	2
-- worst max-delay path, stage by stage, from the launching register on --
cell     delay [ns]
dfrtp_1        0.38
mux4_2         0.46
buf_2          0.13
-- layer usage --
metal / vias to the layer above / track usage / share of wire
li1: 88 / - / -
met1: 78 / 0.01816 / 0.43
met2: 8 / 0.02488 / 0.37
met3: 2 / 0.01705 / 0.18
met4: 0 / 0.007042 / 0.021
met5: - / 0 / 0
-- cell type report --
class / count / share of cell area
multi-input cells: 13 / 0.2973
flip-flops and latches: 4 / 0.2703
repair buffers: 9 / 0.2061
well taps: 46 / 0.1554
clock buffers: 3 / 0.06081
inverters: 1 / 0.01014
-- layout by cell type, fill, tap and decap left out, types with 2 or more instances in the layout --
master	netlist	routed
buf_4	0	3
clkdlybuf4s50_1	0	4
clkbuf_4	0	3
nor2_1	2	2
mux2i_1	2	2
dfrtp_1	4	4
-- logic make-up after synthesis --
group / share of synthesized area
xor gates and xnor gates: 0.04094
AOI/OAI and AO/OA: 0.07015
muxes: 0.1988
buffers and inverters: 0.01753
DFF: 0.4679
and+or+nand+nor: 0.1462
adders and majority gates: 0.05847
-- through the flow --
stage	instances	util	hold slack [ns]	total power, W	instance area, sq um
after detailed placement	73	0.1037	0.5118	0.0001707	354.1
final	76	0.1084	0.2655	0.0002943	370.4
after global placement	73	0.1037	0.5114	0.0001701	354.1
after global routing	76	0.1084	0.2591	0.0003258	370.4
after CTS	76	0.1084	0.2590	0.0003053	370.4
after floorplan	18	-	0.004409	0.0001373	214.0
-- power breakdown --
part,internal (W),leakage (nW),total (W),switching [W]
sequential,0.000114,0.0544,0.000117,0.00000298
combinational,0.0000304,0.0958,0.0000492,0.0000187
clock,0.0000891,0.0138,0.000128,0.0000388
-- repair_timing --
| action | 4_1_cts | 5_1_grt |
|---|---|---|
| setup buffers | 0 | 0 |
| setup endpoints to repair | 1 | 1 |
| resized | 4 | 0 |
| endpoints found under the hold margin | 0 | 0 |
| hold buffers | 0 | 0 |
Power figures rest on the tool's default switching activity, not on a simulated workload.
